$ cat /design/flow/constraint.sdc
current_design divisor

set clk_period 4.6
set clk_io_pct 0.2

create_clock -name clk0 -period $clk_period [get_ports {clock}]

set non_clock_inputs [all_inputs -no_clocks]
set_input_delay [expr $clk_period * $clk_io_pct] -clock clk0 $non_clock_inputs
set_output_delay [expr $clk_period * $clk_io_pct] -clock clk0 [all_outputs]
$ cat /design/flow/design.v
module divisor (clock,s1);
	input clock;
	output reg [18:0] s1;
	initial begin
	s1 = 0;
	end
	assign s2 = s1[17];
	always @(posedge clock)begin
		s1 = s1 + 1;
	end
endmodule 
$ cat /design/flow/config.mk
export PLATFORM = sky130hd
export DESIGN_NAME = divisor
export DESIGN_NICKNAME = divisor
export VERILOG_FILES = /design/flow/design.v
export SDC_FILE = /design/flow/constraint.sdc
export NUM_CORES = 4
export LEC_CHECK = 1
export CORE_AREA = 10 10 90 90
export DIE_AREA = 0 0 100 100
$ cat /design/flow/run.sh
#!/bin/bash
# OpenROAD 26Q1-2900-gdf79404cd8, Yosys 0.63+post, stock flow scripts
make -C /OpenROAD-flow-scripts/flow DESIGN_CONFIG=/design/flow/config.mk WORK_HOME=/design/flow/orfs finish
==> deck_impl_summary.md <==
Run Summary

Status
  • Status: completed

Yosys
  • Simple Share, Synth: 0.2644
  • # Cells Yosys: 70
  • Aoi share: 0
  • Mean Syn Cell Area: 10.89 um^2
  • Yosys top cell area share: 0.4992
  • Yosys top cell by area: dfxtp_1
  • Ys async rst share: 0
  • Cells after Synth: 70
  • Adder Area Share: 0.01642
  • EDFF count, synth: 0
  • Dominant Register Cell: dfxtp_1
  • Mux area share: 0
  • Ys Warns: 2
  • XOR Share, Synth: 0.1954
  • Synth area leaders: dfxtp_1, xor2_1, xnor2_1, and4_4, nor4_4
  • Yosys chip area: 762.0 um^2
  • Synth flops: 19
  • Synth Seq Share: 0.4992
  • Cell Type Count: 20
  • Cell Area, Synth: 762.0 um^2
  • Top comb family, area: simple AND/OR/NAND/NOR gates

Power and ir drop
  • Max rail drop VDD: 0.1416 mV
  • Power per cell area: 254.1 nW/um^2
  • Static Leakage: 0.3827 nW

Setup path
  • Worst path top cell family by delay: buffers and inverters
  • Crit path capture type: output port
  • Crit-path max cell delay: 530 ps
  • CP max FO: 7
  • Worst reg-to-reg setup slack: 3010 ps
  • Critical Path Start Type: flip-flop
  • Sum of buffers and inverters on the critical path: 1
  • Reg2reg path depth: 5
  • Reg-to-Reg End: s1[18]$_DFF_P_
  • Critical path required time: 3680 ps
  • Crit path kind: reg2out
  • Slowest CP cell: clkdlybuf4s50_1
  • Worst Path Arrival: 1230 ps
  • Reg2reg start: s1[0]$_DFF_P_
  • Cells along the critical path: clkdlybuf4s50_1

Drt
  • WL final: 1.696 mm
  • Drt wl/cell: 10.04 um
  • N_diodes: 0
  • Antenna viol nets, final: 0
  • Routed vias/inst: 3.231
  • Total number of vias: 546
  • DRC viols: 0
  • First-pass iteration count of the detailed router: 5
  • DRT iter0 DRCs: 8

Clock tree
  • CTS root buf: clkbuf_8
  • Clock Latency Late Sink: 250 ps
  • CTS tree: done
  • Clk buf depth: 2
  • CTS H-Tree Depth: 1
  • Post-CTS Resized: 0
  • Setup bufs post-CTS: 0
  • CTS Hold Buffers Added: 0
  • CTS Buf Count: 3
  • CTS Sinks: 19
  • Reg clk slew, reported paths: 70 ps

Final layout
  • Area growth syn-to-layout: 42.53%
  • Share of layout cells above drive strength 1: 0.1196
  • Fillers: 680
  • Non-filler cells, final: 169
  • Number of flip-flops under the largest register name: 19

Placement
  • GP Congestion: 0.7365
  • PortBufs: 19
  • Post-DP HPWL: 1.341 mm
  • Inst Count DP: 165

STA
  • Cycle use final: 0.4671
  • Slew @ Worst Pin: 247.9 ps
  • RSZ-0062 raised after global routing: false
  • Final hold viol count: 0
  • Final Skew: 3.064 ps
  • Maximum clock frequency: 465.4 MHz
  • Slew Limit Fails: 0
  • Setup TNS: 0 ps
  • Setup Viol. Count Final: 0
  • Max-slew headroom: 0.8345
  • Final worst path period need: 2149 ps

Floorplan
  • Horiz. Die Dim: 100 um
  • Fp_density: 0.1214
  • Die y size: 100 um
  • DIE AREA: 10000 um^2
  • # IOs: 20
  • Num rows: 29
  • Core box area: 6277 um^2

Global routing
  • Largest net degree at the start of global routing: 11
  • First-pass GRT wire length: 2.835 mm
  • Vias in the first global route: 557
  • GRT Total Usage: 0.03452
  • Grt total ovfl: 0
  • Antenna violations before repair: 0

Worst hold path
  • Hold Startpoint: s1[18]$_DFF_P_
  • Type of the worst min-delay path: reg2reg
  • Min-Delay Path Depth: 1
  • Hold EP: s1[18]$_DFF_P_

Flow run
  • Max Cap Violations: 0
  • Tool warning count: 25
## metrics by stage
step	utilization	instance area, um^2	setup WS, ps	power [W]	hold slack (ps)
after global placement	0.1658	1041	2704	0.0001682	442.5
after detailed placement	0.1658	1041	2701	0.0001682	447.5
after floorplan	-	762.0	3212	0.0001682	402.3
after global routing	0.1730	1086	2360	0.0002889	468.8
final	0.1730	1086	2451	0.0002760	451.3
after CTS	0.1730	1086	2422	0.0002831	457.9
## cells by family (layout without fill, tap and decap cells)
kind of cell | after synthesis | in the layout
flip-flops | 19 | 19
buffers and inverters | 4 | 26
AND/OR/NAND/NOR | 29 | 29
adder cells (fa/ha/maj) | 1 | 1
XOR/XNOR | 17 | 17
## power breakdown
| part | switching [W] | total, W | internal, W |
|---|---|---|---|
| logic | 0 | 0.000000000207 | 0 |
| registers | 0 | 0.000164 | 0.000164 |
| clock network | 0.0000501 | 0.000112 | 0.0000614 |
| total | 0.0000501 | 0.000276 | 0.000226 |
## worst max-delay path by stage
| stage | start | endpoint | slack (ps) | cells after the start |
|---|---|---|---|---|
| after CTS | s1[0]$_DFF_P_ | s1[0] | 2420 | 1 |
| after global routing | s1[0]$_DFF_P_ | s1[0] | 2360 | 1 |
| final | s1[0]$_DFF_P_ | s1[0] | 2450 | 1 |
## routing by layer
layer / vias to the layer above / wire (um) / GRT usage
li1: 280 / - / -
met1: 248 / 829 / 0.04621
met2: 16 / 652 / 0.04828
met3: 2 / 206 / 0.02082
met4: 0 / 8 / 0.003261
met5: - / 0 / 0
## area by class of cell
cell class                      instances  area (um^2)  share of cell area
Tap cell                               77        96.34             0.08871
Clock buffer                            4        45.04             0.04147
Timing Repair Buffer                   19        190.2              0.1751
Sequential cell                        19        380.4              0.3502
Multi-Input combinational cell         47        362.8              0.3341
Inverter                                3        11.26             0.01037
## synth_stat cells, types with 2 or more instances
cell type and number:
dfxtp_1 19, and4_4 2, nor2_1 5, xor2_1 9, nand2_1 5, nand4_1 3
nand3_1 4, nor3_2 2, inv_1 3, xnor2_1 8
## cells in the final DEF, fill, tap and decap left out, drive strengths merged, types with 4 or more instances in the layout
master / count
clkbuf: 4
xnor2: 8
nand3: 6
nand2: 5
nor2: 5
clkdlybuf4s50: 19
dfxtp: 19
xor2: 9
Power and IR drop assume default switching activity.
