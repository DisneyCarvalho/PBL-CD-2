==> design/flow/design.v <==
module subtrator ( bin, a, b, bout, s);
	input a,b, bin;
	output bout,s;
	wire fio1,fio2,fio3,fio4,fioa;
	not(fioa,a);
	xor (fio1,a,b);
	xor (s,fio1,bin);
	and (fio2,fioa,b);
	and (fio3,fioa,bin);
	and (fio4, b, bin);
	or (bout,fio2,fio3,fio4);
endmodule 
module subtratorcompleto(a,b,S, bin);
	input bin;
	input [3:0] a,b;
	output [3:0] S;
	wire fio1,fio3,fio4,fio6;
	subtrator subit4( bin,  a[0], b[0], fio6, S[0]);
	subtrator subit3( fio6, a[1], b[1], fio4, S[1]);
	subtrator subit2( fio4, a[2], b[2], fio3, S[2]);
	subtrator subit1( fio3, a[3], b[3], fio1, S[3]);
endmodule 
==> design/flow/run.sh <==
#!/bin/bash
# OpenROAD 26Q1-2900-gdf79404cd8, Yosys 0.63+post, stock flow scripts
make -C /OpenROAD-flow-scripts/flow DESIGN_CONFIG=/design/flow/config.mk WORK_HOME=/design/flow/orfs finish
==> design/flow/config.mk <==
export PLATFORM = sky130hd
export DESIGN_NAME = subtratorcompleto
export DESIGN_NICKNAME = subtratorcompleto
export VERILOG_FILES = /design/flow/design.v
export SDC_FILE = /design/flow/constraint.sdc
export NUM_CORES = 4
export LEC_CHECK = 1
export CORE_AREA = 10 10 70 70
export DIE_AREA = 0 0 80 80
==> design/flow/constraint.sdc <==
current_design subtratorcompleto

set clk_period 3.3
set clk_io_pct 0.2

create_clock -name clk0 -period $clk_period

set non_clock_inputs [all_inputs -no_clocks]
set_input_delay [expr $clk_period * $clk_io_pct] -clock clk0 $non_clock_inputs
set_output_delay [expr $clk_period * $clk_io_pct] -clock clk0 [all_outputs]
==> ci_impl_report.md <==
## Implementation flow summary

| Metric | Value |
|---|---|
| Tool warnings | 32 |
| CP max FO | 1 |
| Critical path startpoint | bin |
| Place WS | -331 ps |
| Leading cell type by number of instances after synthesis | inv_1 |
| FP Util | 0.0410 |
| Largest area contributor in the netlist | fa_1 |
| Fraction of layout instances using a drive strength above 1 | 0.292 |
| Synth cell types | 4 |
| Via density | roughly 1.5 |
| Vias in the first global route | 139 |
| Commonest cells in the netlist | 7 x inv_1, 4 x buf_4, 3 x fa_1 |
| Crit path arrival time | about 2500 ps |
| Port bufs | 13 |
| Final worst-path setup slack | 107 ps |
| Top area cell types | fa_1 43%, buf_4 21%, inv_1 19%, xor3_1 17% |
| Syn_area_per_cell | 9.34 um2 |
| Critical path class | in -> out |
| Largest net degree at the start of global routing | 2 |
| GP Congestion | slightly below 0.7 |
| Max Freq | 313 MHz |
| Fin crit period | 3190 ps |
| Top cell area share | 0.429 |
| Register area | 0 um2 |
| ANT nets after route | 0 |
| Hold Path Class | in -> out |
| Final hold violation count | 0 |
| Filler instances | 403 |
| GRT Util Overall | 0.0160 |
| Power Density | 137 nW/um2 |
| Total inserted antenna cells | 0 |
| RSZ-0062 raised after global routing | no |
| Final setup violation count | 0 |
| Initial antenna violation count | 0 |
| Clkbuf count | 0 |
| DIE HEIGHT | around 80 um |
| Status | finished, final reports clean |
| Fin crit share | 0.968 |
| Max_slew headroom | 0.938 |
| Max-cap violations | 0 |
| Layout area overhead | 114% |
| Num ports | 13 |
| Chip area | 6400 um2 |
| Synth warn | 0 |
| DR WL/cell | 7.04 um |
| Die width | 80 um |
| Final core utilization | 0.0879 |
| Comb. cell area | 91.3 um2 |
| WP data required | 2640 ps |
| Startpoint types | input port |
| Lkg Pwr | 0.124 nW |
| Final WL | 493 um |
| DRC viols | 0 |
| Max-slew violations | 0 |
| CP endpoint kind | output port |
| Vias | 107 |
| Delay-heaviest family, CP | adder cells |
| Dpl hpwl | 467 um |
| FFs & Latches | 0 |
| Std-Cell Rows | 21 |
| DR pass1 iterations | 2 |
| Worst path slowest cell | fa_2 |
| Total core area | 3420 um2 |
| # Cells Yosys | 15 |
| Synth Seq Share | 0 |
| YS chip area | 140 um2 |
| Bufs and invs on worst path | 5 |
| Worst slew pin tran | about 90 ps |
| Global-route wire length before repair | 765 um |
| Netlist Area Pre-Place | ~140 um2 |
| Hold_sp | b[3] |
| Postcts setup bufs | 0 |
| First DRT Iteration DRCs | 1 |
| CP peak stage delay | roughly 550 ps |
| Setup TNS | 0 ps |
| Post-Synthesis Cells | 15 |
| Crit-path cells | dlygate4sd2_1 -> inv_2 -> fa_2 -> inv_2 -> fa_2 -> fa_2 -> inv_2 -> clkdlybuf4s50_1 |
| Max VDD drop | 24.7 uV |
| Grt ovf | 0 |
final cells by class:
cell class                 count  area share
timing repair buffer          13       0.417
multi-input combinational      4       0.304
tap                           46       0.192
inverter                       7      0.0875
where the power goes:
part	switching, W	internal (W)	total (W)
clock network	0	0	0
logic	0.0000114	0.0000296	0.0000410
registers	0	0	0
total	0.0000114	0.0000296	0.0000410
layout by cell type, fill, tap and decap left out:
cell | synthesis | final
fa_2 | 0 | 3
xor3_1 | 1 | 1
inv_1 | 7 | 3
dlygate4sd2_1 | 0 | 4
clkdlybuf4s50_1 | 0 | 9
inv_2 | 0 | 4
cells by family (layout without fill, tap and decap cells):
logic type	Yosys count	count (layout)	synth area share
adder cells (fa/ha/maj)	3	3	0.429
XOR/XNOR	1	1	0.170
buffers and inverters	11	20	0.402
path summary, 6_finish.rpt:
path  endpoint  slack, ps  cells past startpoint
min       S[3]       2210                      3
max       S[2]        110                      8
tightest hold or removal path, delay by kind of cell:
kind                      cells  cell delay (ps)
buffers and inverters         2              690
xor gates and xnor gates      1              210
routing by layer:
layer	GRT usage	up-vias	share of wire
met2	0.0233	9	0.34
met1	0.0160	45	0.33
met5	0	-	0
met4	0	0	0
met3	0.0182	0	0.32
li1	-	53	-
through the flow:
stage / instances / hold WS [ps] / instance area, um2 / total power (W)
final: 70 / 2210 / 300 / 0.0000410
after global routing: 70 / 2240 / 300 / 0.0000474
after CTS: 70 / 2230 / 300 / 0.0000422
after detailed placement: 70 / 2350 / 298 / 0.0000426
after global placement: 70 / 2340 / 298 / 0.0000424
after floorplan: 15 / 1520 / 140 / 0.0000228
what timing repair did:
action,in CTS,in global routing
gates resized,11,0
endpoints found under the setup margin,2,0
hold endpoints to repair,0,0
hold buffers,0,0
Power is estimated from default activity; no workload was simulated.
