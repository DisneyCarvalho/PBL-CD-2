==> flow/design.v <==
module decodificador(E,S);
	input [3:0] E;
	output [6:0] S;
	not(fioa,E[3]);
	not(fiob,E[2]);
	not(fioc,E[1]);
	not(fiod,E[0]);
	and(fio13,fioa,E[2],fioc,fiod);
	and(fio14,fioa,fiob,fioc,E[0]);
	and(fio1,fioa,fioc,fiod);
	and(fio2,fioa,fiob,fioc);
	or(S[6],fio13,fio14);
	and(fio3,fioa,fiob,fioc,fiod);
	and(fio4,fioa,E[2],fioc,E[0]);
	and(fio5,fioa,E[2],E[1],fiod);
	or(S[5],fio4,fio5);
	and(S[4],fioa,fiob,E[1],fiod);
	and(fio15,fioa,fiob,fioc,E[0]);
	and(fio16,fioa,E[2],fioc,fiod);
	or(S[3],fio7,fio15,fio16);
	and(fio8,fioa,E[2],fioc);
	and(fio9,fioa,E[0]);
	and(fio17,fioa,fioc,E[0]);
	or(S[2],fio8,fio9,fio17);
	and(fio10,fioa,fiob,E[0]);
	and(fio11,fioa,E[1],E[0]);
	and(fio18,fioa,fiob,E[1]);
	or(S[1],fio10,fio11,fio18);
	and(fio7,fioa,E[2],E[1],E[0]);
	or(S[0],fio2,fio7);
endmodule 
==> flow/run.sh <==
#!/bin/bash
# OpenROAD 26Q1-2900-gdf79404cd8, Yosys 0.63+post, stock flow scripts
make -C /OpenROAD-flow-scripts/flow DESIGN_CONFIG=/design/flow/config.mk WORK_HOME=/design/flow/orfs finish
==> flow/config.mk <==
export PLATFORM = sky130hd
export DESIGN_NAME = decodificador
export DESIGN_NICKNAME = decodificador
export VERILOG_FILES = /design/flow/design.v
export SDC_FILE = /design/flow/constraint.sdc
export NUM_CORES = 4
export LEC_CHECK = 1
export CORE_AREA = 10 10 70 70
export DIE_AREA = 0 0 80 80
==> flow/constraint.sdc <==
current_design decodificador

set clk_period 1.5
set clk_io_pct 0.2

create_clock -name clk0 -period $clk_period

set non_clock_inputs [all_inputs -no_clocks]
set_input_delay [expr $clk_period * $clk_io_pct] -clock clk0 $non_clock_inputs
set_output_delay [expr $clk_period * $clk_io_pct] -clock clk0 [all_outputs]
==> results_dict.tcl <==
# implementation run metrics
set metrics [dict create \
    die_y_um 80 \
    grt-ovfl-total 0 \
    vdd_drop_max_v 0.0000193 \
    yosys-top-cells-count "a21oi_1 (3), inv_1 (2), nand2_1 (2), xnor2_1 (2)" \
    ys.warnings.count 20 \
    most_crowded_layer_after_global_routing "met2" \
    synth_area_sq_um 97.6 \
    combPwrFrac_pct 100.0 \
    n_clock_buffer 0 \
    combined_area_of_the_multi_input_logic_cells_sq_um 103 \
    max_capacitance_violation_total 0 \
    row_count 21 \
    min_path_cells 3 \
    wl_per_cell_um 6.59 \
    postSynthCellCount 17 \
    yosysCellCount 17 \
    outcome "finished, final reports clean" \
    grt_antenna_before_repair 0 \
    initial_drt_pass_iterations 2 \
    critical_path_sink_type "primary output" \
    power.density_cell_area_nw_per_um2 201 \
    final.period_utilization_pct 92.0 \
    share_seq_of_total_power_pct 0 \
    most_frequent_cell_after_synthesis "a21oi_1" \
    critical_path_arrival_ns 1.08 \
    detailed_place_hpwl_um 422 \
    dieWidth_um 80 \
    drt_iter0_drc 10 \
    design.portCount 11 \
    p_int_uw 31.2 \
    hp-class "input pin to primary output" \
    vias_per_cell 2.21 \
    groute.layer.met2.usage_pct 2.33 \
    report.final.hold_viol_count 0 \
    io_buffers 11 \
    tns_setup_ns 0 \
    grt.met1_usage_pct 2.11 \
    register_area_sq_um 0 \
    final.fill_count 406 \
    grt_start_max_net_pins 8 \
    numSequentialCells 0 \
    grt_use_met3_pct 0.455 \
    area_growth_syn_to_layout_pct 188 \
    avgSynthCellArea_sq_um 5.74 \
    place_congestion 0.760 \
    design.die.area_sq_um 6400 \
    final_layout_size_suffix_gt1_share_pct 44.8 \
    cts-hold-fix-buffers 0 \
    worstPathMaxFanout 5 \
    synth_cell_type_count 12 \
    synth_top_area_share_pct 17.9 \
    crit_path_start_kind "input pin" \
    vias 166 \
    timing.critical_path.required_ns 1.20 \
    hold-path-endpoint "S[0]" \
    antenna_cells_inserted 0 \
    worstHoldStart "E[3]" \
    power_frac_clock_pct 0 \
    final-max-slew-violation-count 0 \
    globalRouteTotalUtil_pct 1.50 \
    dpl-instance-area_sq_um 280 \
    crit_type "input pin to primary output" \
    relSlewSlack_pct 86.8 \
    power.switching_fraction_pct 44.9 \
    largest_area_cell "xnor2_1" \
    grt_pass1_vias 153 \
    setup_viol 0 \
    wirelength_um 494 \
    fin_crit_ns 1.38 \
    power.leakage_uw 0.000134 \
    unrepaired_setup_endpoints_after_global_routing "no" \
    warning_count 32 \
    worst_slew_pin_slew_ns 0.197 \
    floorplanUtilization_pct 2.86 \
    yosys_area_sq_um 97.6 \
    topCellsByArea "xnor2_1 (18%), a21oi_1 (15%), nor3_2 (10%)" \
    hold_slack_ns 0.905 \
    remaining_drc_errors 0 \
    ys_seq_share_pct 0 \
    core_area_sq_um 3420 \
    final_design_area_no_fill_sq_um 282 \
    final_antenna_net_count 0 \
    switchingPower_uw 25.4 \
    grt_first_pass_wirelength_um 821 \
    max_clock_freq_mhz 725 \
]
kinds of logic (layout without fill, tap and decap cells):
| kind of cell | Yosys count | in the layout | share of synthesized area (%) |
|---|---|---|---|
| XOR/XNOR | 2 | 2 | 18.0 |
| AND/OR/NAND/NOR | 7 | 7 | 38.5 |
| buffers and inverters | 3 | 15 | 15.4 |
| AND-OR/OR-AND | 5 | 5 | 28.2 |
through the flow:
step	util [%]	instances	power (uW)	setup WS (ns)
3_3_place_gp	8.21	76	62.4	-0.567
5_1_grt	8.24	75	65.5	0.0254
3_5_place_dp	8.21	76	62.4	-0.598
4_1_cts	7.77	75	56.4	0.00211
2_1_floorplan	-	17	19.1	0.444
6_report	8.24	75	56.6	0.120
power by group through the flow:
stage                 clock network [uW]  logic [uW]  registers (uW)
final                                  0        56.6               0
after global routing                   0        65.5               0
after CTS                              0        56.4               0
worst max path at each step:
stage / start / endpoint / slack [ns] / depth (start not counted)
CTS: E[0] / S[0] / 0.002 / 4
global route: E[2] / S[3] / 0.03 / 5
finish: E[2] / S[3] / 0.12 / 5
cell type report:
| type | instances | area share, % |
|---|---|---|
| tap | 46 | 20.4 |
| timing repair buffer | 13 | 39.6 |
| inverter | 2 | 3.56 |
| multi-input combinational | 14 | 36.4 |
per-layer routing:
layer | routed length [um] | part of all wire [%] | vias to the layer above
met2 | 202 | 41 | 8
met5 | 0 | 0 | -
met3 | 54 | 11 | 0
li1 | - | - | 84
met1 | 237 | 48 | 74
met4 | 0 | 0 | 0
cell usage in the layout, fill, tap and decap left out:
cell,n
xnor2_1,2
buf_4,5
inv_2,1
o21ai_1,1
inv_4,1
buf_2,1
nor4_2,1
o21bai_1,1
a21oi_1,2
nand3_2,1
a21oi_2,1
nor3_2,2
nand2_1,2
nor2_1,1
dlymetal6s2s_1,2
dlygate4sd2_1,5
timing repair:
action                     4_1_cts  5_1_grt
pin swaps                        4        2
hold endpoints to repair         0        0
setup endpoints to repair        7        3
setup buffers                    0        0
gates resized                   28        5
critical path, stage by stage:
cell and delay, ns:
buf_4 0.14, xnor2_1 0.19, nor3_2 0.06, o21bai_1 0.15, dlygate4sd2_1 0.24
Power and IR drop assume default switching activity.
